<file path="/design/flow/config.mk">
export PLATFORM = sky130hd
export DESIGN_NAME = RAM2
export DESIGN_NICKNAME = RAM2
export VERILOG_FILES = /design/flow/design.v
export SDC_FILE = /design/flow/constraint.sdc
export NUM_CORES = 4
export LEC_CHECK = 1
export CORE_UTILIZATION = 50
</file>
<file path="/design/flow/constraint.sdc">
current_design RAM2

set clk_period 3.3
set clk_io_pct 0.2

create_clock -name clk0 -period $clk_period [get_ports {clk}]

set non_clock_inputs [all_inputs -no_clocks]
set_input_delay [expr $clk_period * $clk_io_pct] -clock clk0 $non_clock_inputs
set_output_delay [expr $clk_period * $clk_io_pct] -clock clk0 [all_outputs]
</file>
<file path="/design/flow/design.v">
module Word #(
	parameter Width = 8,
	parameter RST = {Width{1'b0}},
	parameter PST = {Width{1'b1}}
) (
	input clk,
	input rst,
	input pst,
	input we,
	input [Width-1:0]D,
	output reg [Width-1:0]Q
);
always @(posedge clk or posedge rst or posedge pst)
begin
	if (rst) begin
		Q = RST;
	end
	else if(pst) begin
		Q = PST;
	end
	else if (we) begin
		Q = D;
	end
end
endmodule
module RAM2 #(
	parameter Width = 8,
	parameter AddressWidth = 4,
	parameter RST = {Width{1'b0}},
	parameter PST = {Width{1'b1}}
) (
	input clk,
	input rst,
	input pst,
	input we,
	input [AddressWidth-1:0]waddr,
	input [Width-1:0]D,
	input [AddressWidth-1:0]r1addr,
	output [Width-1:0]Q1,
	input [AddressWidth-1:0]r2addr,
	output [Width-1:0]Q2
);
	wire [Width-1:0]data[2**AddressWidth-1:0];
	wire [2**AddressWidth-1:0]selector = 1'b1 << waddr;
	assign Q1 = data[r1addr];
	assign Q2 = data[r2addr];
	generate
		genvar i;
		for (i=0;i<2**AddressWidth;i=i+1)
		begin : _word_
			Word
				#(.Width(Width),.RST(RST),.PST(PST))
			word
				(clk,rst,pst,selector[i] & we,D,data[i]);
		end
	endgenerate
endmodule
</file>
<file path="/design/flow/run.sh">
#!/bin/bash
# OpenROAD 26Q1-2900-gdf79404cd8, Yosys 0.63+post, stock flow scripts
make -C /OpenROAD-flow-scripts/flow DESIGN_CONFIG=/design/flow/config.mk WORK_HOME=/design/flow/orfs finish
</file>
==> flow_summary.yaml <==
# physical design summary
finish:
  layout-drive-gt1-share_pct: 40.4
  final_cell_area_um2: 10600
  n_fill_cell: 1144
  largest_register_ffs: 128
  area_growth_pct: 26.0
power:
  vdd_drop_max_mv: 0.575
  cellPowerDensity_nw_per_um2: 525
  p_leak_nw: 4.31
placement:
  io_buffers: 39
  place_hpwl_um: 19900
  place_congestion: 1.01
  place_ws_ns: -0.332
  postPlaceCellArea_um2: 9760
die:
  num_rows: 46
  core_area_um2: 16100
  die_h_um: 132
  die_area_um2: 17300
  die_w_um: 132
  io_pins: 40
  initCoreUtil_pct: 52.1
setup_path:
  cp_max_fo: 7
  cp_cell_sequence: "buf_2, buf_12, buf_8, and2b_2, buf_4, a22o_1, a222oi_1, a31oi_2, clkdlybuf4s50_1"
  worstSetupPathType: "in2out"
  worstPathArrival_ns: 2.60
  cp_slowest_cell: "clkdlybuf4s50_1"
  critPathLaunchType: "primary input"
  required_ns: 2.64
  critPathCaptureType: "primary output"
  r2r_slack_ns: 2.31
  cp_slowest_stage_delay_ns: 0.44
sta:
  fin_crit_sh_pct: 98.9
  skew_ns: 0
  fin_crit_ns: 3.26
  worst_pin_slew_ns: 0.848
  hold_violations: 0
  setup_viol: 0
  rsz0062_at_grt: "true"
  max_slew_margin_pct: 43.5
  fin_ws_ns: 0.0356
  setup_tns_ns: 0
  drv_slew: 0
  fmax_mhz: 306
synth:
  syn_area_um2: 8390
  numSynthFlops: 128
  avgSynthCellArea_um2: 12.6
  synthTopLogicFamily: "multiplexers"
  ys_seq_share_pct: 49.6
  ys_area_um2: 8390
  ys_types: 70
  simple_gate_share_pct: 11.9
  ys_sh_mux_pct: 22.1
  synth-xor-area-share_pct: 0
  ys_sh_aoi_pct: 12.6
  yosysWarnings: 3
  ys_async_sr_fraction_pct: 100
  yosys-top-cells-area: "dfbbp_1 (50%), mux2_2 (18%), mux2i_1 (2.4%)"
  top_cells_by_count: "mux2_2 (136), dfbbp_1 (128), nor2_1 (31), clkbuf_1 (27), nand2_1 (24)"
  yosysTopAreaCell: "dfbbp_1"
  edf_count: 0
  syn_inst: 665
  flop_cell: "dfbbp_1"
  most_common_cell: "mux2_2"
  adder_share_pct: 0
  yosys_cells: 665
  synth_top_area_share_pct: 49.6
global_routing:
  grt_max_degree: 77
  antenna_found_initial: 1
  grt_usage_pct: 36.9
  grt.overflow.total: 0
  grt_pass1_vias: 6994
  grt_pass1_wl_um: 44200
clocking:
  clockBufferDepth: 2
  cts_made_buffers: 17
  htree_levels: 4
  worstSkewPairLatency_ns: 0.42
  ctsRootBufferMaster: "clkbuf_16"
  clock-sinks: 128
  cts_tree: "done"
  path_clk_slew_ns: 0.05
route:
  route.detailed.drc: 0
  drtIter0Drc: 683
  drt-total-wl_um: 29100
  ant_nets: 0
  wl_per_cell_um: 28.4
  dr.pass1.iters: 5
  viasPerCell: 6.73
  via_count: 6908
  antenna_cells: 0
worst_hold_path:
  hp-class: "reg2reg"
run:
  cap_viol_max_count: 0
  tool_warnings: 154
outcome:
  status: "completed"
-- final timing paths --
kind | depth (start not counted) | endpoint | startpoint
max | 9 | Q2[7] | r2addr[2]
min | 2 | _word_[11].word.Q[7]$_DFFSRE_PPPP_ | _word_[11].word.Q[7]$_DFFSRE_PPPP_
max reg2reg | 1 | _word_[1].word.Q[7]$_DFFSRE_PPPP_ | _word_[1].word.Q[7]$_DFFSRE_PPPP_
min reg2reg | 2 | _word_[11].word.Q[7]$_DFFSRE_PPPP_ | _word_[11].word.Q[7]$_DFFSRE_PPPP_
max in group asynchronous | 3 | _word_[2].word.Q[0]$_DFFSRE_PPPP_ | rst
min in group asynchronous | 2 | _word_[0].word.Q[4]$_DFFSRE_PPPP_ | pst
-- repair_timing --
action | in CTS | in global routing
gates resized | 36 | 17
hold buffers | 0 | 0
pin swaps | 6 | 5
gates cloned | 3 | 0
setup endpoints to repair | 16 | 8
setup buffers | 10 | 1
-- cell type report --
cell class	count	area, um2	area share (%)
well taps	216	270	2.56
multi-input cells	475	3980	37.6
inverters	11	45.0	0.426
repair buffers	167	1550	14.6
clock inverters	4	20.0	0.189
flip-flops and latches	128	4160	39.4
clock buffers	25	549	5.20
-- cell usage in the layout, fill, tap and decap left out, types with 7 or more instances in the layout --
master / n
a21oi_1: 13
a221oi_1: 10
a22o_1: 9
a22oi_1: 19
a31oi_1: 8
and3_1: 7
buf_12: 10
buf_4: 106
buf_6: 8
clkbuf_16: 20
clkdlybuf4s50_1: 27
dfbbp_1: 128
inv_1: 10
mux2_2: 136
mux2i_1: 20
nand2_1: 23
nand2b_1: 17
nand3_1: 17
nand3b_1: 8
nand4_1: 7
nor2_1: 31
nor2b_1: 13
o21ai_0: 13
o22ai_1: 8
o32a_1: 9
-- per-stage QoR --
step	total power [W]	util (%)	cells	hold WS, ns
2_1_floorplan	0.00295	-	665	0.638
3_3_place_gp	0.00364	60.5	983	0.684
3_5_place_dp	0.00365	60.5	983	0.684
4_1_cts	0.00550	65.3	1025	0.695
5_1_grt	0.00577	65.6	1026	0.731
6_report	0.00555	65.6	1026	0.690
-- logic make-up (layout without fill, tap and decap cells) --
| group | after synthesis | after routing |
|---|---|---|
| muxes | 163 | 163 |
| buffers and inverters | 62 | 207 |
| DFF | 128 | 128 |
| AOI/OAI and AO/OA | 140 | 140 |
| and+or+nand+nor | 172 | 172 |
-- layer usage --
metal | wire (um) | GRT usage, %
met1 | 11700 | 54.3
met2 | 12400 | 49.9
met3 | 3920 | 19.0
met4 | 1080 | 10.3
met5 | 11 | 2.05
-- worst max-delay path, delay by kind of cell --
kind,cells,cell delay [ns]
AOI/OAI and AO/OA,3,0.75
buffers and inverters,5,0.97
and+or+nand+nor,1,0.22
-- where the power goes --
part | total [W] | internal [W] | switching [W]
combinational | 0.00123 | 0.000720 | 0.000507
clock | 0.00182 | 0.00114 | 0.000685
sequential | 0.00250 | 0.00211 | 0.000388
Power and IR drop assume default switching activity.
