`/design/flow/design.v`:
```
module DynamicBinaryCellularAutomata2D #(
	parameter Width = 16,
	parameter Initial= {(Width/2){2'b01}}
) (
	input clk,
	input rst,
	input ce,
	input [7:0]rule,
	input [Width-1:0]set,
	output reg [Width-1:0]state = Initial
);
	genvar i;
	generate
		for (i=0;i<Width;i=i+1)
		begin: _cell_			
			always @(posedge clk or posedge rst)
			begin
				if (rst)
				begin
					state[i] = set[i];
				end
				else if (ce)
				begin
					state[i] = rule[{state[(i+1)%Width],state[i],state[i-1<0?0:i-1]}];
				end
			end
		end
	endgenerate
endmodule
module RandomicCAParitBased #(
	parameter Width = 32,
	parameter ParitWidth = 2,
	parameter CAWidth = Width * ParitWidth
) (
	input clk,
	input rst,
	input ce,
	output [Width-1:0]random
);
	reg [2:0] counter;
	wire [7:0] rule;
	wire [CAWidth-1:0]caState;
	assign rule =
				counter[2:1]== 2'b00 ? 8'b00011110 :
				counter[2:1]== 2'b01 ? 8'b00111100 :
				counter[2:1]== 2'b10 ? 8'b01011010 : 8'b10010110;
	DynamicBinaryCellularAutomata2D #(
		.Width(CAWidth)
	)
	automata (
		.clk(clk),
		.rst(rst),
		.ce(ce),
		.rule(rule),
		.set({{CAWidth/2{1'b0}},{CAWidth/4{2'b01}}}),
		.state(caState)
	);
	always @(posedge clk or posedge rst)
	begin
		if (rst)
		begin
			counter = 0;
		end
		else if (ce)
		begin
			counter = counter + 1'b1;
		end
	end
	generate
		genvar i;
		for (i=0;i<Width;i=i+1)
		begin: __parit__
			assign random[i] = (i%2)?
				^caState[(i+1)*ParitWidth-1:i*ParitWidth]:
				~^caState[(i+1)*ParitWidth-1:i*ParitWidth];
		end
	endgenerate
endmodule
module Crossover #(
	parameter IndividualWidth = 32,
	parameter RotationIndexWidth = $clog2(IndividualWidth),
	parameter CrossMaskIndexWidth = $clog2(IndividualWidth)
) (
	input clk,
	input rst,
	input ce,
	input [IndividualWidth-1:0]dad,
	input [IndividualWidth-1:0]mom,
	output [IndividualWidth-1:0]son,
	output [IndividualWidth-1:0]daughter
);
RandomicCAParitBased #(
	.Width(RotationIndexWidth + CrossMaskIndexWidth),
	.ParitWidth(3)
)
randomRotation (
	.clk(clk),
	.rst(rst),
	.ce(ce),
	.random({crossMaskIndex,rotationIndex})
);
wire [CrossMaskIndexWidth-1:0]crossMaskIndex;
wire [RotationIndexWidth-1:0]rotationIndex;
wire [IndividualWidth-1:0]beforeRotateCrossMask = ({IndividualWidth{1'b1}} << crossMaskIndex);
wire [IndividualWidth*3-1:0]rotatedCrossMask = {beforeRotateCrossMask,beforeRotateCrossMask,beforeRotateCrossMask} << rotationIndex;
wire [IndividualWidth-1:0]crossMask =	rotatedCrossMask[IndividualWidth*2-1:IndividualWidth];
assign daughter = ((dad & crossMask) | (mom & ~crossMask ));
assign son = ((dad & ~crossMask) | (mom & crossMask ));
endmodule
```
`/design/flow/run.sh`:
```
#!/bin/bash
# OpenROAD 26Q1-2900-gdf79404cd8, Yosys 0.63+post, stock flow scripts
make -C /OpenROAD-flow-scripts/flow DESIGN_CONFIG=/design/flow/config.mk WORK_HOME=/design/flow/orfs finish
```
`/design/flow/config.mk`:
```
export PLATFORM = sky130hd
export DESIGN_NAME = Crossover
export DESIGN_NICKNAME = Crossover
export VERILOG_FILES = /design/flow/design.v
export SDC_FILE = /design/flow/constraint.sdc
export NUM_CORES = 4
export LEC_CHECK = 1
export CORE_UTILIZATION = 30
```
`/design/flow/constraint.sdc`:
```
current_design Crossover

set clk_period 7.9
set clk_io_pct 0.2

create_clock -name clk0 -period $clk_period [get_ports {clk}]

set non_clock_inputs [all_inputs -no_clocks]
set_input_delay [expr $clk_period * $clk_io_pct] -clock clk0 $non_clock_inputs
set_output_delay [expr $clk_period * $clk_io_pct] -clock clk0 [all_outputs]
```
==> impl_metrics.json <==
{
  "topCellsByArea": "dfrtp_1 (10%), mux2_1 (7.0%), mux2_2 (6.5%)",
  "cts_setup_buffers": 0,
  "worst_slew_pin_slew_ns": 0.756,
  "crit_buf_inv": 1,
  "yosysWarnings": 32,
  "r2r-start": "randomRotation.counter[1]",
  "rsz0062_at_grt": "false",
  "wl_um": 18400,
  "ant_nets": 0,
  "syn_to_final_growth_pct": 23.1,
  "drive_gt1_share_pct": 11.1,
  "cts_buffers": 5,
  "drtPass1Iterations": 8,
  "place.gp.congestion": 0.934,
  "cts.repair.resized": 0,
  "grt_max_degree": 64,
  "cts_max_path_buffers": 2,
  "gr-total-overflow": 0,
  "cp_slowest_stage_delay_ns": 0.76,
  "worstPathArrival_ns": 3.94,
  "ys_seq_share_pct": 13.0,
  "grt_pass1_vias": 6114,
  "num_antenna_cells": 0,
  "slew_headroom_pct": 49.6,
  "chip_area_um2": 22000,
  "xor_share_pct": 7.26,
  "ys_cells": 839,
  "yosys_area_um2": 6420,
  "required_ns": 6.32,
  "critPathLaunchType": "flip-flop",
  "drv_cap": 0,
  "gr-usage-all-layers_pct": 16.9,
  "fin_ws_ns": 2.38,
  "setup_viol": 0,
  "post_drt_wl_per_cell_um": 15.8,
  "synthCells": 839,
  "ys_async_sr_fraction_pct": 100,
  "core_um2": 21000,
  "fillers": 2125,
  "cts-root-buf": "clkbuf_16",
  "worstSetupEndpointType": "primary output",
  "grt_pass1_wl_um": 30600,
  "ys_sh_mux_pct": 18.9,
  "fin_tns_setup_ns": 0,
  "fin_worst_skew_ns": 0.00652,
  "flop_cell": "dfrtp_1",
  "finalHoldViolCount": 0,
  "num_io_pins": 131,
  "synth_simple_gate_area_share_pct": 14.6,
  "cts_tree": "yes",
  "path_clk_slew_ns": 0.05,
  "yosys-top-cells-count": "nand2_1 (91), clkbuf_1 (79), a21oi_1 (72), o21ai_0 (57), o211ai_1 (44)",
  "path_class": "reg -> out",
  "drcViolationCount": 0,
  "vias": 6939,
  "clock-sinks": 33,
  "avgSynthCellArea_um2": 7.66,
  "layout_min_cycle_time_ns": 5.52,
  "min_period_over_period_pct": 69.9,
  "placed_cells": 1156,
  "top_area_cell": "dfrtp_1",
  "cts_hold_buf": 0,
  "most_common_cell": "nand2_1",
  "top_logic_kind": "AND-OR/OR-AND gates",
  "die_w_um": 148,
  "edf_count": 0,
  "min_path_type": "reg -> reg",
  "synthDistinctLibCells": 75,
  "drtIter0Drc": 700,
  "final_cells": 1164,
  "viasPerCell": 5.96,
  "critPathSlowestCell": "xnor3_1",
  "die.size.y_um": 148,
  "fmax_mhz": 181,
  "antenna_found_initial": 0,
  "yosysTopAreaCellShare_pct": 10.1,
  "tool_warnings": 25,
  "maxSlewViolCount": 0,
  "dp.final_hpwl_um": 12500,
  "numSynthFlops": 33,
  "syn-cell-area_um2": 6420,
  "cp_top_family": "AND-OR/OR-AND gates",
  "cp-startpoint": "randomRotation.automata.state[15]",
  "fp_util_pct": 30.6,
  "outcome": "finished, final reports clean",
  "clock_latency_ns": 0.28,
  "path_max_fanout": 16,
  "pre_cts_ws_ns": 2.74,
  "synthAoiAreaFrac_pct": 38.5,
  "path_cells": "xnor3_1 -> o31ai_4 -> a21oi_1 -> a222oi_1 -> a22oi_1 -> nand2_1 -> mux2_1 -> clkdlybuf4s50_1",
  "min_from": "randomRotation.counter[0]",
  "fa_ha_area_share_pct": 0.370,
  "rows": 53,
  "port_buffers": 130,
  "h-tree-depth": 2
}
[layout by cell type, fill, tap and decap left out, drive strengths merged, types with 10 or more instances in the layout]
master	synthesis	layout
nor2	38	38
a311oi	11	11
nand3	27	27
a22o	23	23
o22ai	18	18
o21ai	62	62
a21oi	75	75
a31oi	25	25
nor3	23	23
o31ai	11	11
buf	24	17
inv	10	10
mux2	77	77
mux2i	35	35
dfrtp	26	26
a311o	18	18
o211ai	45	45
clkdlybuf4s50	0	129
nand2	91	91
a22oi	10	10
[worst reg2reg max path, stage by stage (launching register included)]
cell and delay, ns:
dfrtp_1 0.31, buf_4 0.50, nand2b_1 0.39, buf_4 0.33, a311o_1 0.36, o21ai_0 0.08
a22o_1 0.15
[state kept, by name (all words and copies together), names as in the netlist]
| signal | count |
|---|---|
| randomRotation.counter | 3 |
| randomRotation.automata.state | 30 |
[worst paths after layout]
kind | to | slack [ns] | cells after the start
worst max-delay path | son[11] | 2.38 | 8
worst min-delay path | randomRotation.counter[0] | 0.47 | 1
worst max register to register | randomRotation.automata.state[1] | 5.72 | 6
worst min register to register | randomRotation.counter[0] | 0.47 | 1
max in group asynchronous | randomRotation.automata.state[2] | 5.83 | 3
min in group asynchronous | randomRotation.automata.state[27] | 1.72 | 3
[through the flow]
| stage | area [um^2] | util, % | hold slack [ns] |
|---|---|---|---|
| after floorplan | 6420 | - | 0.445 |
| after global placement | 7770 | 37.0 | 0.462 |
| after detailed placement | 7770 | 37.0 | 0.463 |
| after CTS | 7910 | 37.6 | 0.475 |
| after global routing | 7910 | 37.6 | 0.516 |
| final | 7910 | 37.6 | 0.472 |
[cell families (layout without fill, tap and decap cells)]
logic type	after synthesis	count (layout)
xor+xnor	23	23
buf+inv	114	164
mux	112	112
simple gates	206	206
compound gates	349	349
flops	33	33
fa+ha+maj	2	2
[area by class of cell]
type	instances	area (um^2)	area share (%)
Multi-Input combinational cell	692	5140	65.0
Timing Repair Buffer	146	1420	17.9
Inverter	10	37.5	0.475
Sequential cell	33	836	10.6
Tap cell	275	344	4.35
Clock buffer	8	136	1.72
[routing by layer]
| metal | track usage, % | part of all wire (%) | up-vias |
|---|---|---|---|
| met5 | 0 | 0 | - |
| li1 | - | - | 3383 |
| met2 | 26.0 | 44 | 311 |
| met4 | 4.33 | 3.0 | 0 |
| met3 | 2.54 | 6.9 | 49 |
| met1 | 24.8 | 46 | 3196 |
