[flow/config.mk]
export PLATFORM = sky130hd
export DESIGN_NAME = ImageProcessor
export DESIGN_NICKNAME = ImageProcessor
export VERILOG_FILES = /design/flow/design.v
export SDC_FILE = /design/flow/constraint.sdc
export NUM_CORES = 4
export LEC_CHECK = 1
export CORE_UTILIZATION = 40
[flow/constraint.sdc]
current_design ImageProcessor

set clk_period 15.6
set clk_io_pct 0.2

create_clock -name clk0 -period $clk_period [get_ports {clk}]

set non_clock_inputs [all_inputs -no_clocks]
set_input_delay [expr $clk_period * $clk_io_pct] -clock clk0 $non_clock_inputs
set_output_delay [expr $clk_period * $clk_io_pct] -clock clk0 [all_outputs]
[flow/design.v]
module ImageProcessor #(
	parameter WidthAddressSize = 8,
	parameter HeightAddressSize =8,
	parameter Width = 2**WidthAddressSize,
	parameter Height = 2**HeightAddressSize,
	parameter Resolution = 8
) (
	input clk,
	input rst,
	input ce,
	input invertX,
	input invertY,
	input [WidthAddressSize-1:0]translateX,
	input [HeightAddressSize-1:0]translateY,
	input [2:0]opcode,
	input [Resolution*3-1:0]inputPixelA,
	input [Resolution*3-1:0]inputPixelB,
	output [HeightAddressSize-1:0]inputLine,
	output [WidthAddressSize-1:0]inputColumn,
	output [Resolution*3-1:0]outputPixel,
	output [HeightAddressSize-1:0]outputLine,
	output [WidthAddressSize-1:0]outputColumn,
	output reg writePixel,
	output reg buzy
);
reg [2:0]operation;
reg [HeightAddressSize-1:0]line = {HeightAddressSize{1'b0}};
reg [WidthAddressSize-1:0]column = {WidthAddressSize{1'b0}};
assign inputLine = line;
assign inputColumn = column;
assign outputLine = (line + translateY) ^ {HeightAddressSize{invertY}};
assign outputColumn = (column + translateX) ^ {WidthAddressSize{invertX}};
wire [Resolution-1:0]redPixelA = inputPixelA[Resolution*3-1:Resolution*2];
wire [Resolution-1:0]greenPixelA = inputPixelA[Resolution*2-1:Resolution*1];
wire [Resolution-1:0]bluePixelA = inputPixelA[Resolution-1:0];
wire [Resolution-1:0]redPixelB = inputPixelB[Resolution*3-1:Resolution*2];
wire [Resolution-1:0]greenPixelB = inputPixelB[Resolution*2-1:Resolution*1];
wire [Resolution-1:0]bluePixelB = inputPixelB[Resolution-1:0];
wire sumSub = operation[0];
wire [Resolution:0]redMath = redPixelA + (redPixelB ^ {Resolution{sumSub}}) + sumSub;
wire [Resolution:0]greenMath = greenPixelA + (greenPixelB ^ {Resolution{sumSub}}) + sumSub;
wire [Resolution:0]blueMath = bluePixelA + (bluePixelB ^ {Resolution{sumSub}}) + sumSub;
wire [Resolution*3-1:0]pixelMath = {
	redMath[Resolution]^sumSub?{Resolution{~sumSub}}:redMath[Resolution-1:0],
	greenMath[Resolution]^sumSub?{Resolution{~sumSub}}:greenMath[Resolution-1:0],
	blueMath[Resolution]^sumSub?{Resolution{~sumSub}}:blueMath[Resolution-1:0]
};
wire [Resolution*3-1:0]shufflePixelA;
wire [Resolution*3-1:0]shufflePixelB;
generate
	genvar i;
	for(i=0;i<Resolution*3;i=i+3)
	begin
		assign shufflePixelA[i] = inputPixelA[i/3];
		assign shufflePixelA[i+1] = inputPixelA[i/3 + Resolution];
		assign shufflePixelA[i+2] = inputPixelA[i/3 + Resolution * 2];
		assign shufflePixelB[i] = inputPixelB[i/3];
		assign shufflePixelB[i+1] = inputPixelB[i/3 + Resolution];
		assign shufflePixelB[i+2] = inputPixelB[i/3 + Resolution * 2];
	end
endgenerate
assign outputPixel = 
	operation == 3'b000 ? inputPixelA & inputPixelB:
	operation == 3'b001 ? inputPixelA | inputPixelB:
	operation == 3'b010 ? inputPixelA ^ inputPixelB:
	operation == 3'b011 ? ~(inputPixelA ^ inputPixelB):
	operation == 3'b100 ? (shufflePixelA < shufflePixelB ? inputPixelA : inputPixelB):
	operation == 3'b101 ? (shufflePixelA > shufflePixelB ? inputPixelA : inputPixelB):
	operation[2:1] == 2'b11 ? pixelMath : 0;
always @(negedge clk or posedge rst) begin
	if (rst)
	begin
		line = {HeightAddressSize{1'b0}};
		column = {WidthAddressSize{1'b0}};
		buzy = 1'b0;
		writePixel = 1'b0;
		operation = 3'b000;
	end
	else if( ce & !buzy)
	begin
		operation = opcode;
		buzy = 1'b1;
		writePixel = 1'b1;
	end
	else if (ce)
	begin
		if (column == {WidthAddressSize{1'b1}})
		begin
			column = {WidthAddressSize{1'b0}};
			if (line == {HeightAddressSize{1'b1}})
			begin
				line = {HeightAddressSize{1'b0}};
				buzy = 1'b0;
			end
			else
			begin
				line = line + 1;	
			end
		end
		else
		begin
			column = column + 1;
		end
	end
	else
	begin
		writePixel = 1'b0;	
	end
end
endmodule
[flow/run.sh]
#!/bin/bash
# OpenROAD 26Q1-2900-gdf79404cd8, Yosys 0.63+post, stock flow scripts
make -C /OpenROAD-flow-scripts/flow DESIGN_CONFIG=/design/flow/config.mk WORK_HOME=/design/flow/orfs finish
==> deck_impl_summary.md <==
Flow Results at a Glance

STA
  • Fin Clk Skew: 0.004187 ns
  • Worst Tran Pin Value: around 0.7 ns
  • Final setup TNS: 0 ns
  • Number of hold violations in the final report: 0
  • RSZ-0062 raised after global routing: false
  • Max-slew headroom: 52.96%
  • Final setup fails: 0
  • Max-slew violation count: 0

Clock tree
  • Clock buffer depth: 2
  • Root Driver: clkbuf_16
  • Number of CTS-inserted buffers: 3
  • H-Tree Depth: 1
  • CTS tree: done
  • Clock Latency Late Sink: roughly 0.28 ns
  • CTS resizes: 0
  • Postcts setup bufs: 0
  • Clock Pin Slew Worst Setup and Hold Paths: about 0.050 ns
  • Num Clock Sinks: 21
  • Post-cts hold-fix buffer tally: 0

Drt
  • Via-per-instance ratio: roughly 5.3
  • Iteration-0 DRC Markers: around 370
  • DRC viols: 0
  • Total Wirelength: between 15000 and 20000 µm
  • Routed WL per cell: between 15 and 20 µm
  • N_diodes: 0
  • First-pass DRT Iterations: 4
  • Vias: approximately 6000
  • DRT antenna net count: 0

Global route
  • Grt total ovfl: 0
  • First-pass GRT wire length: about 28000 µm
  • Overall global routing resource usage: between 20 and 25%
  • Largest net degree at the start of global routing: approximately 53
  • Vias in the first global route: 5542
  • Initial antenna violation count: 0

Synthesis
  • Post-Synthesis Cell Area: 6203 µm²
  • Cells after Synth: 814
  • YS chip area: just over 6000 µm²
  • YS warnings: 1
  • Post-synth EDFFs: 0
  • Cell Type Count: a little over 60
  • Syn_area_per_cell: approximately 7.6 µm²
  • Most used flip-flop cell: dfrtn_1
  • Seq share, synth: 8.471%
  • Yosys cell count: between 800 and 900
  • Async SR Flop Fraction: approximately 100%
  • #FFs+latches synth: 21

Floorplanning
  • Die width: roughly 130 µm
  • Row Count: between 40 and 50
  • Floorplan utilization: between 40% and 50%
  • Core Region: 15150 µm²
  • Die Area: 16010 µm²
  • IO Count: 130
  • Die H: 126.5 µm

Hold path
  • Hold Path Class: flop to flop

Place
  • GPL Wtd Cong: 0.8818
  • Hpwl dp: 13270 µm
  • Placed cells: roughly 1100
  • PortBufs: ~130

Setup path
  • Kind of cell adding the most delay to the critical path: AND-OR/OR-AND gates
  • CP Buf/Inv Count: 3
  • Top cell by count, worst path: o21ai_0
  • Slowest cell on crit path: a21oi_1
  • Setup CP Type: flop to output port
  • Data arrival time of the critical path: approximately 12 ns
  • Crit-path cells: buf_12, xor2_1, inv_1, fa_1, nor2b_1, o31a_1, o31a_1, o21ai_0, a21oi_1, o21ai_0, o221a_2, o21ai_0, clkdlybuf4s50_1
  • Crit path max fanout: 33
  • Critical Path RT: 12.48 ns
  • Worst setup SP type: flop
  • Critical Path Sink Type: output port
  • Slowest stage delay, CP: ~0.5 ns

Power and ir drop
  • Power Total: 0.5359 mW
  • PD cells: approximately 70 nW/µm²
  • Static Leak: between 3 and 4 nW
  • VDD IR max: roughly 0.000044 V

Run
  • Max Cap Violations: 0
  • Number of OpenROAD warnings: 73

Layout
  • Number of fill cells: approximately 1500
  • Non-Filler Instances: 1110
  • Register area: roughly 530 µm²
  • Share of layout cells above drive strength 1: 4.338%
  • Comb area: roughly 5200 µm²
  • Synthesis-to-finish area growth: 25.09%

Outcome
  • Status: finished, final reports clean
[registers in the layout, summed over array words and instances (netlist names)]
signal,cells
column,8
line,8
operation,3
buzy,1
writePixel,1
[per-stage QoR]
step | hold slack [ns] | worst slack (ns) | util [%] | cell area [µm²]
2_1_floorplan | 0.4197 | 0.4443 | - | 6203
3_3_place_gp | 0.4693 | 1.196 | 50.69 | 7677
3_5_place_dp | 0.4669 | 1.150 | 50.69 | 7677
4_1_cts | 0.4706 | 0.8192 | 51.24 | 7760
5_1_grt | 0.5035 | 0.4293 | 51.24 | 7760
6_report | 0.4654 | 0.8267 | 51.24 | 7760
[cells in the mapped netlist, types with 6 or more instances]
| master | instances | share of area [%] |
|---|---|---|
| o21a_1 | 6 | 0.73 |
| dfrtn_1 | 21 | 8.5 |
| a21o_1 | 12 | 1.5 |
| mux2_2 | 6 | 1.1 |
| o21bai_1 | 9 | 1.1 |
| xor2_1 | 43 | 6.1 |
| a211oi_1 | 10 | 1.2 |
| clkbuf_1 | 25 | 1.5 |
| nor3_1 | 10 | 0.81 |
| nor2b_1 | 9 | 0.91 |
| o31ai_1 | 9 | 1.1 |
| a21oi_1 | 70 | 5.6 |
| ha_1 | 109 | 22 |
| nand3_1 | 7 | 0.56 |
| nand2_1 | 35 | 2.1 |
| xnor2_1 | 48 | 6.8 |
| inv_1 | 82 | 5.0 |
| buf_1 | 6 | 0.36 |
| mux2i_1 | 53 | 8.6 |
| nor2_1 | 84 | 5.1 |
| o221ai_1 | 6 | 0.85 |
| o21ai_0 | 64 | 5.2 |
| o221a_2 | 8 | 1.5 |
| nand2b_1 | 7 | 0.71 |
[cells in the final DEF, fill, tap and decap left out, types with 12 or more instances in the layout]
master           count
dfrtn_1             21
a21oi_1             70
nand2_1             35
o21ai_0             64
clkdlybuf4s50_1    129
inv_1               82
xor2_1              43
a21o_1              12
ha_1               109
nor2_1              84
xnor2_1             48
mux2i_1             53
[worst reg2reg max path, stage by stage, from the launching register on]
cell and delay, ns:
dfrtn_1 0.57, ha_1 0.27, nand3_1 0.08, or2_2 0.30, nor3_1 0.44, buf_4 0.26
mux2_2 0.34
[kinds of logic after synthesis]
| group | count (synthesis) | synth area share, % |
|---|---|---|
| and+or+nand+nor | 175 | 13.21 |
| AOI/OAI and AO/OA | 235 | 24.77 |
| xor gates and xnor gates | 91 | 12.85 |
| DFF | 21 | 8.471 |
| adders and majority gates | 114 | 23.60 |
| buffers and inverters | 119 | 7.463 |
| muxes | 59 | 9.641 |
[layout make-up]
class	instances	area share, %
timing repair buffer	141	17.96
clock buffer	3	0.9674
inverter	82	3.966
clock inverter	1	0.09674
multi-input combinational	674	67.20
tap	188	3.031
sequential	21	6.772
[where the power goes]
part           leakage [nW]  switching (mW)  internal, mW  total, mW
Clock                0.0371          0.0200        0.0347     0.0547
Combinational          3.22           0.182         0.221      0.403
Sequential            0.273          0.0156        0.0630     0.0786
[layer usage]
| layer | global-route usage (%) | part of all wire, % | up-vias |
|---|---|---|---|
| li1 | - | - | 3069 |
| met2 | 34.64 | 43 | 125 |
| met5 | 0 | 0 | - |
| met1 | 35.44 | 51 | 2666 |
| met4 | 1.205 | 0.57 | 0 |
| met3 | 1.590 | 5.1 | 8 |
[path summary, 6_finish.rpt]
| kind | depth (start not counted) | to | slack, ns | startpoint |
|---|---|---|---|---|
| max in group asynchronous | 3 | column[4] | 4.49 | rst |
| worst min register to register | 1 | line[4] | 0.47 | line[4] |
| worst min-delay path | 1 | line[4] | 0.47 | line[4] |
| min in group asynchronous | 3 | line[1] | 10.86 | rst |
| worst max-delay path | 13 | outputPixel[2] | 0.83 | operation[0] |
| worst max register to register | 6 | line[1] | 13.21 | column[1] |
Power and IR drop assume default switching activity.
